$ cat config.mk
export PLATFORM = sky130hd
export DESIGN_NAME = top_mod
export DESIGN_NICKNAME = top_mod
export VERILOG_FILES = /design/flow/design.v
export SDC_FILE = /design/flow/constraint.sdc
export NUM_CORES = 4
export LEC_CHECK = 1
export CORE_AREA = 10 10 70 70
export DIE_AREA = 0 0 80 80
$ cat constraint.sdc
current_design top_mod

set clk_period 1.0
set clk_io_pct 0.2

create_clock -name clk0 -period $clk_period [get_ports {FT_CLK}]
create_clock -name clk1 -period $clk_period [get_ports {adc_clk}]

set non_clock_inputs [all_inputs -no_clocks]
set_input_delay [expr $clk_period * $clk_io_pct] -clock clk0 $non_clock_inputs
set_output_delay [expr $clk_period * $clk_io_pct] -clock clk0 [all_outputs]
$ cat design.v
module fifo_synchronizer #(parameter WIDTH = 3) (input wire clk, rst_n, input wire [WIDTH:0] d_in, output reg [WIDTH:0] d_out);
    reg [WIDTH:0] q1;
    always @ (posedge clk) begin
        if(!rst_n) begin
            q1 <= 0;
            d_out <= 0;
        end
        else begin
            q1 <= d_in;
            d_out <= q1;
        end
    end
endmodule
module fifo_memory #(parameter DEPTH = 32, DATA_WIDTH = 16, PTR_WIDTH = 3) (
    input wire wclk, w_en, rclk, r_en,
    input wire [PTR_WIDTH:0] b_wptr, b_rptr,
    input wire [DATA_WIDTH - 1:0] data_in,
    input wire full, empty,
    output reg [DATA_WIDTH - 1:0] data_out
);
    reg [DATA_WIDTH - 1:0] fifo[0:DEPTH - 1];
    always @ (posedge wclk) begin
        if (w_en & !full) begin
            fifo[b_wptr[PTR_WIDTH - 1:0]] <= data_in;
        end
            data_out <= fifo[b_rptr[PTR_WIDTH - 1:0]];
    end
endmodule
module wptr_handler #(parameter PTR_WIDTH = 3) (
    input wire wclk, wrst_n, w_en,
    input wire [PTR_WIDTH:0] g_rptr_sync,
    output reg [PTR_WIDTH:0] b_wptr, g_wptr,
    output reg full
);
    reg [PTR_WIDTH:0] b_wptr_next;
    reg [PTR_WIDTH:0] g_wptr_next;
    reg wfull;
    always @ (posedge wclk) begin
        b_wptr_next <= b_wptr + (w_en & !full);
        g_wptr_next <= (b_wptr_next >> 1)^b_wptr_next;
        wfull <= (g_wptr_next == {~g_rptr_sync[PTR_WIDTH:PTR_WIDTH - 1], g_rptr_sync[PTR_WIDTH - 2:0]});
    end
    always @ (posedge wclk or negedge wrst_n) begin
        if (!wrst_n) begin
            b_wptr <= 0;
            g_wptr <= 0;
        end
        else begin
            b_wptr <= b_wptr_next;
            g_wptr <= g_wptr_next;
        end
    end
    always @ (posedge wclk or negedge wrst_n) begin
        if (!wrst_n) full <= 0;
        else full <= wfull;
    end
endmodule
module rptr_handler #(parameter PTR_WIDTH = 3) (
    input wire rclk, rrst_n, r_en,
    input wire [PTR_WIDTH:0] g_wptr_sync,
    output reg [PTR_WIDTH:0] b_rptr, g_rptr,
    output reg empty
);
    reg [PTR_WIDTH:0] b_rptr_next;
    reg [PTR_WIDTH:0] g_rptr_next;
    reg rempty;
    always @ (posedge rclk) begin
        b_rptr_next <= b_rptr + (r_en & !empty);
        g_rptr_next <= (b_rptr_next >> 1)^b_rptr_next;
        rempty <= (g_wptr_sync == g_rptr_next);
    end
    always @ (posedge rclk or negedge rrst_n) begin
        if (!rrst_n) begin
            b_rptr <= 0;
            g_rptr <= 0;
        end
        else begin
            b_rptr <= b_rptr_next;
            g_rptr <= g_rptr_next;
        end
    end
    always @ (posedge rclk or negedge rrst_n) begin
        if (!rrst_n) empty <= 1;
        else empty <= rempty;
    end
endmodule
module asynchronous_fifo #(parameter DEPTH = 32, DATA_WIDTH = 16) (
    input wire wclk, wrst_n,
    input wire rclk, rrst_n,
    input wire w_en, r_en,
    input wire [DATA_WIDTH - 1:0] data_in,
        output wire [DATA_WIDTH - 1:0] data_out,
    output wire full, empty
);
    parameter PTR_WIDTH = $clog2(DEPTH);
    wire [PTR_WIDTH:0] g_wptr_sync, g_rptr_sync;
    wire [PTR_WIDTH:0] b_wptr, b_rptr;
    wire [PTR_WIDTH:0] g_wptr, g_rptr;
    wire [PTR_WIDTH - 1:0] waddr, raddr;
    fifo_synchronizer #(PTR_WIDTH) sync_wptr (.clk(rclk), .rst_n(rrst_n), .d_in(g_wptr), .d_out(g_wptr_sync));
    fifo_synchronizer #(PTR_WIDTH) sync_rptr (.clk(wclk), .rst_n(wrst_n), .d_in(g_rptr), .d_out(g_rptr_sync));
    wptr_handler #(PTR_WIDTH) wptr_h(.wclk(wclk), .wrst_n(wrst_n), .w_en(w_en), .g_rptr_sync(g_rptr_sync), .b_wptr(b_wptr), .g_wptr(g_wptr), .full(full));
    rptr_handler #(PTR_WIDTH) rptr_h(.rclk(rclk), .rrst_n(rrst_n), .r_en(r_en), .g_wptr_sync(g_wptr_sync), .b_rptr(b_rptr), .g_rptr(g_rptr), .empty(empty));
    fifo_memory #(.DEPTH(DEPTH), .DATA_WIDTH(DATA_WIDTH), .PTR_WIDTH(PTR_WIDTH))fifomemory(.wclk(wclk), .w_en(w_en), .rclk(rclk), .r_en(r_en), .b_wptr(b_wptr), .b_rptr(b_rptr), .data_in(data_in), .full(full), .empty(empty), .data_out(data_out));
endmodule
module top_mod(
    input wire adc_clk,
    input wire [13:0] adc_data,
    input wire FT_CLK,
    inout wire [31:0] FT_DATA,    
    inout wire [3:0] BE,
    input wire RXF_N,     
    input wire TXE_N,
    output wire WR_N,     
    output wire SIWU_N,
    output wire RD_N,
    output wire OE_N,
);
    asynchronous_fifo #(.DEPTH(32), .DATA_WIDTH(16)) fifo(
        .wclk(adc_clk), .rclk(FT_CLK),
        .wrst_n(wrst_n), .rrst_n(rrst_n),
        .w_en(1), .r_en(!TXE_N),
        .data_in(adc_data), .data_out(FT_DATA),
        .full(fifo_full), .empty(fifo_empty));
    assign BE = 4'b1111;
    assign OE_N = 1;
endmodule
$ cat run.sh
#!/bin/bash
# OpenROAD 26Q1-2900-gdf79404cd8, Yosys 0.63+post, stock flow scripts
make -C /OpenROAD-flow-scripts/flow DESIGN_CONFIG=/design/flow/config.mk WORK_HOME=/design/flow/orfs finish
==> out/metrics.yaml <==
clock_network:
  cts_setup_buffers: 0
  clk_path_buf_depth: 2
  cts_hold_buffers: 0
  cts_root_buf: "clkbuf_4"
  ctsResizeCount: 0
  clkSinkCount: 28
  cts_tree: "built"
  clkTransAtPathRegs_ns: 0.14
  cts_max_level: 1
  cts_buffers: 3
synthesis:
  yosys.area_share.simple_pct: 0
  ys_sh_xor_pct: 0
  avgSynthCellArea_sq_um: 13.6
  top_area_share_pct: 73.4
  fa_ha_area_share_pct: 0
  ys_seq_share_pct: 73.4
  ys_types: 3
  synth_flops: 28
  syn-cell-area_sq_um: 763
  ys_cells: 56
  ys_warn_count: 16
  ys_top_logic_family: "buffers and inverters"
  synth.mux.area_fraction_pct: 0
  ys_sh_aoi_pct: 0
  top_area_cell: "dfxtp_1"
  yosys-top-cells-area: "dfxtp_1, buf_4, conb_1"
  syn-instance-count: 56
  synth_chip_area_sq_um: 763
timing:
  setup_tns_ns: 0
  hold_viol_final: 0
  grt_setup_unrepaired: "false"
  drv_slew: 0
  setup_ws_ns: 0.139
  setup_violations: 0
  whs_ns: 0.305
  finClkSkew_ns: 0.000372
grt:
  grtUsageTotal_pct: 3.64
  overflow: 0
  antenna_found_initial: 0
  grt_start_max_net_pins: 17
  grt_pass1_wl_um: 1900
  first_global_vias: 394
die:
  io_pins: 58
  rows: 21
  fp.dieH_um: 80
  die-area_sq_mm: 0.00640
  die_w_um: 80
  fp.coreArea_sq_mm: 0.00342
  floorplan.core_util_pct: 22.3
critical_path:
  cp.depth: 0
  required_ns: 0.80
  crit_path_end_kind: "output port"
  start_kind: "flop"
  startpoint: "FT_DATA[8]"
  arrival_ns: 0.66
  timing.rr.end: "FT_DATA[7]"
  r2r_start: "fifo.fifomemory.fifo[0][7]"
  critical_path_class: "reg2out"
  endpoint: "FT_DATA[8]"
  cp_max_fo: 1
  timing.reg2reg.setup_slack_ns: 0.59
  r2r_cells: 0
cells_and_area:
  drive_gt1_share_pct: 5.56
  layout_top_cell: "dfxtp_1"
  fillers: 363
  finalInstanceArea_sq_um: 908
  areaGrowthSynthToFinish_pct: 19.0
  mostFrequentLayoutCells: "dfxtp_1, conb_1, clkdlybuf4s50_1"
  seq_area_sq_um: 561
  logic_area_sq_um: 97.6
  instances_no_fill: 118
routing:
  drt-initial-drc-count: 5
  top_layer: "met4"
  wl_met3_um: 140
  dr.pass1.iters: 2
  drc: 0
  antenna_left: 0
  dr_wl_met2_um: 676
  wirelength_met1_um: 445
  antenna_cells: 0
  vias: 309
  wire_per_inst_um: 11.0
  routed_via_density: 2.62
  routed_wl_um: 1300
power:
  cellLeakagePower_nw: 0.403
  ir_drop_mv: 0.573
  power.density_mw_per_mm2: 2150
placement:
  place_area_sq_um: 856
  port_buffers: 14
  gp_congestion: 0.627
  place_inst: 114
  preCtsSetupSlack_ns: 0.269
  dpl.hpwl_um: 1140
run:
  max_cap_viol_count: 0
  warnings: 29
worst_hold_path:
  hold_class: "in2reg"
outcome:
  status: "completed"
==> cell type report <==
type,instances,area share (%)
clock buffer,3,2.48
tap,46,6.34
sequential,28,61.7
timing repair buffer,14,15.4
clock inverter,1,3.31
multi-input combinational,26,10.7
==> synthesized netlist by cell type, drive strengths merged <==
cell type,n
dfxtp,28
conb,2
buf,26
==> worst min path at each step <==
stage	start	endpoint	cells past startpoint
CTS	adc_data[5]	fifo.fifomemory.fifo[0][5]	1
global route	adc_data[2]	fifo.fifomemory.fifo[0][2]	1
finish	adc_data[5]	fifo.fifomemory.fifo[0][5]	1
==> cell families after synthesis <==
family	after synthesis
flip-flops	28
buffers and inverters	26
other	2
==> sequential cells by signal, indices dropped and copies added, names as in the netlist <==
signal                cells
FT_DATA                  14
fifo.fifomemory.fifo     14
==> through the flow <==
stage / total power, mW / util [%]
after floorplan: 1.28 / -
after global placement: 1.28 / 25.1
after detailed placement: 1.28 / 25.1
after CTS: 1.99 / 26.6
after global routing: 2.03 / 26.6
final: 1.95 / 26.6
==> power breakdown <==
part,internal (mW),switching (mW),leakage [nW],total (mW)
Combinational,0.0468,0.0127,0.139,0.0595
Sequential,1.17,0.0100,0.236,1.18
Clock,0.405,0.304,0.0279,0.709
==> metal layers <==
metal | vias up | global-route usage (%)
met5 | - | 0
met4 | 0 | 1.41
met3 | 2 | 1.59
met2 | 25 | 6.42
met1 | 135 | 3.67
li1 | 147 | -
Power figures rest on the tool's default switching activity, not on a simulated workload.
